File: /design/flow/run.sh
#!/bin/bash
# OpenROAD 26Q1-2900-gdf79404cd8, Yosys 0.63+post, stock flow scripts
make -C /OpenROAD-flow-scripts/flow DESIGN_CONFIG=/design/flow/config.mk WORK_HOME=/design/flow/orfs finish
File: /design/flow/config.mk
export PLATFORM = sky130hd
export DESIGN_NAME = psu_opNloc
export DESIGN_NICKNAME = psu_opNloc
export VERILOG_FILES = /design/flow/design.v
export SDC_FILE = /design/flow/constraint.sdc
export NUM_CORES = 4
export LEC_CHECK = 1
export CORE_AREA = 10 10 104 104
export DIE_AREA = 0 0 114 114
File: /design/flow/constraint.sdc
current_design psu_opNloc

set clk_period 3.2
set clk_io_pct 0.2

create_clock -name clk0 -period $clk_period

set non_clock_inputs [all_inputs -no_clocks]
set_input_delay [expr $clk_period * $clk_io_pct] -clock clk0 $non_clock_inputs
set_output_delay [expr $clk_period * $clk_io_pct] -clock clk0 [all_outputs]
File: /design/flow/design.v
module psu_opNloc(
    opcode_running,
    pchop_list,
    uc_counter,
    pcu_opcode,
    ucc_ucloc
);
input [4-1:0] opcode_running;
input [4*(2*4)-1:0] pchop_list;
input [8*((((15+1)/2 * (15+1)/2)) <= (1<<0) ? 0 : (((15+1)/2 * (15+1)/2)) <= (1<<1) ? 1 :
                   (((15+1)/2 * (15+1)/2)) <= (1<<2) ? 2 : (((15+1)/2 * (15+1)/2)) <= (1<<3) ? 3 :
                   (((15+1)/2 * (15+1)/2)) <= (1<<4) ? 4 : (((15+1)/2 * (15+1)/2)) <= (1<<5) ? 5 :
                   (((15+1)/2 * (15+1)/2)) <= (1<<6) ? 6 : (((15+1)/2 * (15+1)/2)) <= (1<<7) ? 7 :
                   (((15+1)/2 * (15+1)/2)) <= (1<<8) ? 8 : (((15+1)/2 * (15+1)/2)) <= (1<<9) ? 9 :
                   (((15+1)/2 * (15+1)/2)) <= (1<<10) ? 10 : (((15+1)/2 * (15+1)/2)) <= (1<<11) ? 11 :
                   (((15+1)/2 * (15+1)/2)) <= (1<<12) ? 12 : (((15+1)/2 * (15+1)/2)) <= (1<<13) ? 13 :
                   (((15+1)/2 * (15+1)/2)) <= (1<<14) ? 14 : (((15+1)/2 * (15+1)/2)) <= (1<<15) ? 15 :
                   (((15+1)/2 * (15+1)/2)) <= (1<<16) ? 16 : (((15+1)/2 * (15+1)/2)) <= (1<<17) ? 17 :
                   (((15+1)/2 * (15+1)/2)) <= (1<<18) ? 18 : (((15+1)/2 * (15+1)/2)) <= (1<<19) ? 19 :
                   (((15+1)/2 * (15+1)/2)) <= (1<<20) ? 20 : (((15+1)/2 * (15+1)/2)) <= (1<<21) ? 21 :
                   (((15+1)/2 * (15+1)/2)) <= (1<<22) ? 22 : (((15+1)/2 * (15+1)/2)) <= (1<<23) ? 23 :
                   (((15+1)/2 * (15+1)/2)) <= (1<<24) ? 24 : (((15+1)/2 * (15+1)/2)) <= (1<<25) ? 25 :
                   (((15+1)/2 * (15+1)/2)) <= (1<<26) ? 26 : (((15+1)/2 * (15+1)/2)) <= (1<<27) ? 27 :
                   (((15+1)/2 * (15+1)/2)) <= (1<<28) ? 28 : (((15+1)/2 * (15+1)/2)) <= (1<<29) ? 29 :
                   (((15+1)/2 * (15+1)/2)) <= (1<<30) ? 30 : (((15+1)/2 * (15+1)/2)) <= (1<<31) ? 31 : 32)-1:0] uc_counter;
output reg [8*8-1:0] ucc_ucloc;
output reg [4*4-1:0] pcu_opcode;
integer I, J;
reg [4-1:0] opcode, pchop0, pchop1;
reg [((((15+1)/2 * (15+1)/2)) <= (1<<0) ? 0 : (((15+1)/2 * (15+1)/2)) <= (1<<1) ? 1 :
                   (((15+1)/2 * (15+1)/2)) <= (1<<2) ? 2 : (((15+1)/2 * (15+1)/2)) <= (1<<3) ? 3 :
                   (((15+1)/2 * (15+1)/2)) <= (1<<4) ? 4 : (((15+1)/2 * (15+1)/2)) <= (1<<5) ? 5 :
                   (((15+1)/2 * (15+1)/2)) <= (1<<6) ? 6 : (((15+1)/2 * (15+1)/2)) <= (1<<7) ? 7 :
                   (((15+1)/2 * (15+1)/2)) <= (1<<8) ? 8 : (((15+1)/2 * (15+1)/2)) <= (1<<9) ? 9 :
                   (((15+1)/2 * (15+1)/2)) <= (1<<10) ? 10 : (((15+1)/2 * (15+1)/2)) <= (1<<11) ? 11 :
                   (((15+1)/2 * (15+1)/2)) <= (1<<12) ? 12 : (((15+1)/2 * (15+1)/2)) <= (1<<13) ? 13 :
                   (((15+1)/2 * (15+1)/2)) <= (1<<14) ? 14 : (((15+1)/2 * (15+1)/2)) <= (1<<15) ? 15 :
                   (((15+1)/2 * (15+1)/2)) <= (1<<16) ? 16 : (((15+1)/2 * (15+1)/2)) <= (1<<17) ? 17 :
                   (((15+1)/2 * (15+1)/2)) <= (1<<18) ? 18 : (((15+1)/2 * (15+1)/2)) <= (1<<19) ? 19 :
                   (((15+1)/2 * (15+1)/2)) <= (1<<20) ? 20 : (((15+1)/2 * (15+1)/2)) <= (1<<21) ? 21 :
                   (((15+1)/2 * (15+1)/2)) <= (1<<22) ? 22 : (((15+1)/2 * (15+1)/2)) <= (1<<23) ? 23 :
                   (((15+1)/2 * (15+1)/2)) <= (1<<24) ? 24 : (((15+1)/2 * (15+1)/2)) <= (1<<25) ? 25 :
                   (((15+1)/2 * (15+1)/2)) <= (1<<26) ? 26 : (((15+1)/2 * (15+1)/2)) <= (1<<27) ? 27 :
                   (((15+1)/2 * (15+1)/2)) <= (1<<28) ? 28 : (((15+1)/2 * (15+1)/2)) <= (1<<29) ? 29 :
                   (((15+1)/2 * (15+1)/2)) <= (1<<30) ? 30 : (((15+1)/2 * (15+1)/2)) <= (1<<31) ? 31 : 32)-1:0] ucidx, ucrow, uccol;
reg uc_west, uc_north, uc_east, uc_south, uc_lowtri, uc_uppertri, uc_leftdiag, uc_rightdiag;
always @(*)
begin
    for (I = 0; I < 4; I = I+1)
    begin
        if (opcode_running == 4'd1 | opcode_running == 4'd11 | opcode_running == 4'd2)
        begin
            {pchop0, pchop1} = pchop_list[I*(2*4) +: (2*4)];
            opcode = (pchop0 & pchop1);
        end
        else
            opcode = opcode_running;
        pcu_opcode[I*4 +: 4] = opcode;
    end
    for (J = 0; J < 8; J = J+1)
    begin
            ucidx = uc_counter[J*((((15+1)/2 * (15+1)/2)) <= (1<<0) ? 0 : (((15+1)/2 * (15+1)/2)) <= (1<<1) ? 1 :
                   (((15+1)/2 * (15+1)/2)) <= (1<<2) ? 2 : (((15+1)/2 * (15+1)/2)) <= (1<<3) ? 3 :
                   (((15+1)/2 * (15+1)/2)) <= (1<<4) ? 4 : (((15+1)/2 * (15+1)/2)) <= (1<<5) ? 5 :
                   (((15+1)/2 * (15+1)/2)) <= (1<<6) ? 6 : (((15+1)/2 * (15+1)/2)) <= (1<<7) ? 7 :
                   (((15+1)/2 * (15+1)/2)) <= (1<<8) ? 8 : (((15+1)/2 * (15+1)/2)) <= (1<<9) ? 9 :
                   (((15+1)/2 * (15+1)/2)) <= (1<<10) ? 10 : (((15+1)/2 * (15+1)/2)) <= (1<<11) ? 11 :
                   (((15+1)/2 * (15+1)/2)) <= (1<<12) ? 12 : (((15+1)/2 * (15+1)/2)) <= (1<<13) ? 13 :
                   (((15+1)/2 * (15+1)/2)) <= (1<<14) ? 14 : (((15+1)/2 * (15+1)/2)) <= (1<<15) ? 15 :
                   (((15+1)/2 * (15+1)/2)) <= (1<<16) ? 16 : (((15+1)/2 * (15+1)/2)) <= (1<<17) ? 17 :
                   (((15+1)/2 * (15+1)/2)) <= (1<<18) ? 18 : (((15+1)/2 * (15+1)/2)) <= (1<<19) ? 19 :
                   (((15+1)/2 * (15+1)/2)) <= (1<<20) ? 20 : (((15+1)/2 * (15+1)/2)) <= (1<<21) ? 21 :
                   (((15+1)/2 * (15+1)/2)) <= (1<<22) ? 22 : (((15+1)/2 * (15+1)/2)) <= (1<<23) ? 23 :
                   (((15+1)/2 * (15+1)/2)) <= (1<<24) ? 24 : (((15+1)/2 * (15+1)/2)) <= (1<<25) ? 25 :
                   (((15+1)/2 * (15+1)/2)) <= (1<<26) ? 26 : (((15+1)/2 * (15+1)/2)) <= (1<<27) ? 27 :
                   (((15+1)/2 * (15+1)/2)) <= (1<<28) ? 28 : (((15+1)/2 * (15+1)/2)) <= (1<<29) ? 29 :
                   (((15+1)/2 * (15+1)/2)) <= (1<<30) ? 30 : (((15+1)/2 * (15+1)/2)) <= (1<<31) ? 31 : 32) +: ((((15+1)/2 * (15+1)/2)) <= (1<<0) ? 0 : (((15+1)/2 * (15+1)/2)) <= (1<<1) ? 1 :
                   (((15+1)/2 * (15+1)/2)) <= (1<<2) ? 2 : (((15+1)/2 * (15+1)/2)) <= (1<<3) ? 3 :
                   (((15+1)/2 * (15+1)/2)) <= (1<<4) ? 4 : (((15+1)/2 * (15+1)/2)) <= (1<<5) ? 5 :
                   (((15+1)/2 * (15+1)/2)) <= (1<<6) ? 6 : (((15+1)/2 * (15+1)/2)) <= (1<<7) ? 7 :
                   (((15+1)/2 * (15+1)/2)) <= (1<<8) ? 8 : (((15+1)/2 * (15+1)/2)) <= (1<<9) ? 9 :
                   (((15+1)/2 * (15+1)/2)) <= (1<<10) ? 10 : (((15+1)/2 * (15+1)/2)) <= (1<<11) ? 11 :
                   (((15+1)/2 * (15+1)/2)) <= (1<<12) ? 12 : (((15+1)/2 * (15+1)/2)) <= (1<<13) ? 13 :
                   (((15+1)/2 * (15+1)/2)) <= (1<<14) ? 14 : (((15+1)/2 * (15+1)/2)) <= (1<<15) ? 15 :
                   (((15+1)/2 * (15+1)/2)) <= (1<<16) ? 16 : (((15+1)/2 * (15+1)/2)) <= (1<<17) ? 17 :
                   (((15+1)/2 * (15+1)/2)) <= (1<<18) ? 18 : (((15+1)/2 * (15+1)/2)) <= (1<<19) ? 19 :
                   (((15+1)/2 * (15+1)/2)) <= (1<<20) ? 20 : (((15+1)/2 * (15+1)/2)) <= (1<<21) ? 21 :
                   (((15+1)/2 * (15+1)/2)) <= (1<<22) ? 22 : (((15+1)/2 * (15+1)/2)) <= (1<<23) ? 23 :
                   (((15+1)/2 * (15+1)/2)) <= (1<<24) ? 24 : (((15+1)/2 * (15+1)/2)) <= (1<<25) ? 25 :
                   (((15+1)/2 * (15+1)/2)) <= (1<<26) ? 26 : (((15+1)/2 * (15+1)/2)) <= (1<<27) ? 27 :
                   (((15+1)/2 * (15+1)/2)) <= (1<<28) ? 28 : (((15+1)/2 * (15+1)/2)) <= (1<<29) ? 29 :
                   (((15+1)/2 * (15+1)/2)) <= (1<<30) ? 30 : (((15+1)/2 * (15+1)/2)) <= (1<<31) ? 31 : 32)];
            ucrow = (ucidx) / ((15+1)/2);
            uccol = (ucidx) % ((15+1)/2);
            ucc_ucloc[J*8 +: 8] = {(uccol==0), (ucrow==0), (uccol==(15+1)/2-1), (ucrow==(15+1)/2-1), ((ucrow+uccol) > (15+1)/2), ((ucrow+uccol) < (15+1)/2-1), ((ucrow+uccol) == (15+1)/2-1), ((ucrow+uccol) == (15+1)/2)};
    end
end
endmodule
==> job_summary.md <==
### Metrics collected by this job

| Metric | Value |
|---|---|
| Dpl hpwl | 6540 µm |
| Critical Path Start | uc_counter[21] |
| Yosys cell count | around 200 |
| GRT Total Usage | 0.107 |
| Iter 0 DRT Violations | around 74 |
| Critical Path Sink Type | output port |
| Largest net degree at the start of global routing | 13 |
| Max_cap viols | 0 |
| Area grow syn2layout | 160% |
| Tool Warnings | 34 |
| Arr. time, crit path | ~2500 ps |
| Critical Path RT | 2560 ps |
| Worst Path Class, Setup | in2out |
| Die Height | ~110 µm |
| Initial antenna violation count | 0 |
| RSZ-0062 raised after global routing | yes |
| Final Max Slew Viols | 0 |
| HP Class | in2out |
| First-pass GRT wire length | roughly 12000 µm |
| TNS Setup | 0 ps |
| Maximum VDD drop | between 70 and 80 µV |
| Util after Layout | 0.436 |
| Vias in the first global route | about 2400 |
| Min cycle time layout | approximately 3100 ps |
| Slew HR | 0.770 |
| Crit-path most repeated cell | clkdlybuf4s50_1 |
| Crit start category | input pin |
| Max Fclk | between 0.3 and 0.4 GHz |
| DR WL/cell | 14.5 µm |
| Worst Hold Launch | uc_counter[13] |
| Crit-path cells | clkdlybuf4s50_1 > ha_2 > fa_2 > xor2_2 > nand3_1 > and2_1 > clkdlybuf4s50_1 |
| Cycle use final | 0.980 |
| Vias per Instance | 4.45 |
| Fin cells | ~500 |
| Final count of hold timing violations | 0 |
| Final Setup Violations | 0 |
| Status | complete, no violations |
| Synth Seq Share | 0 |
| Synth warn | 1 |
| Max incr delay on CP | roughly 470 ps |
| Flop count | 0 |
| Slowest CP cell | clkdlybuf4s50_1 |
| Pre-Place Util | 0.168 |
| Diode count | 0 |
| Unique masters post-synth | 24 |
| Register Area | 0 µm² |
| Critical path fanouts, max | 2 |
| Core ar. | 0.00868 mm² |
| Share of layout cells above drive strength 1 | 0.241 |
| Drt first pass iters | 4 |
| GR Overflow Total | 0 |
| Final WL | approximately 7500 µm |
| Filler Cells Inserted | ~850 |
| YS chip area | around 0.0015 mm² |
| Total power | 0.566 mW |
| Drt drc | 0 |
| Leakage power | 1.65 nW |
| Actual slew at the worst max-slew pin | 344 ps |
| DR vias | around 2300 |
| Final ANT Viol Nets | 0 |
| Die footprint | about 0.013 mm² |
| Avg Cell Area, Syn | between 7 and 8 µm² |
| PwrDens | around 150 mW/mm² |
| Synthesized cell area | ~0.0015 mm² |
| Comb area | between 0.0015 and 0.002 mm² |
| FP Rows | 34 |
| Post-CTS Hold Buffers | 0 |
| CLK BUF | 0 |
| Port buffer count | between 150 and 200 |
| Die width | 114 µm |
| Placed cell count | between 500 and 600 |
| Gpl congestion | 0.795 |
| Mapped Cells | between 150 and 200 |
| I/O pin cnt | about 160 |
path summary, 6_finish.rpt:
kind             to  slack (ps)  cells after the start
max   ucc_ucloc[26]          60                      7
min   ucc_ucloc[23]        1940                      3
where the power goes:
part	total [mW]	switching [mW]	internal, mW
Combinational	0.566	0.205	0.361
Sequential	0	0	0
Clock	0	0	0
layer usage:
metal	share of wire	global-route usage	vias up
li1	-	-	1186
met3	0.092	0.0377	2
met2	0.48	0.181	77
met5	0	0	-
met4	0.0036	0.00334	0
met1	0.43	0.136	1028
area by class of cell:
| type | count | area share |
|---|---|---|
| well taps | 108 | 0.0357 |
| inverters | 3 | 0.00297 |
| repair buffers | 213 | 0.528 |
| multi-input cells | 191 | 0.434 |
Yosys cell counts, types with 9 or more instances:
cell type  instances  area, µm²
and2_1             9       56.3
nor3_1            24        120
nor2b_1            9       56.3
a21oi_1           12       60.1
a211oi_1          16        120
ha_1              24        300
a31oi_1           12       75.1
and3_1            16        100
xor2_1             9       78.8
logic make-up after synthesis:
| family | synth area share |
|---|---|
| mux | 0.00773 |
| fa+ha+maj | 0.316 |
| xor+xnor | 0.0541 |
| simple gates | 0.314 |
| buf+inv | 0.0232 |
| compound gates | 0.285 |
worst max-delay path: cells and delay by family:
| kind | cells | cell delay, ps |
|---|---|---|
| buffers and inverters | 2 | 900 |
| adders and majority gates | 2 | 570 |
| and+or+nand+nor | 2 | 240 |
| xor gates and xnor gates | 1 | 160 |
layout by cell type (no fill, tap or decap):
master,Yosys,final
nor2b_1,9,7
nor3_2,0,8
mux2_2,1,1
a211oi_2,0,8
nand3_2,0,2
ha_1,24,14
o21ba_2,1,1
o22ai_1,8,8
nor3_1,24,16
fa_1,8,3
a21o_1,8,8
nor2b_2,0,2
nand2b_1,2,2
dlygate4sd2_1,0,25
ha_4,0,2
and2_1,9,9
a21oi_2,0,5
buf_4,0,49
clkdlybuf4s15_1,0,1
clkdlybuf4s50_1,0,130
xor2_2,0,6
fa_2,0,5
nand3_1,8,6
a211oi_1,16,8
nor2_1,8,7
a21oi_1,12,7
nor2_2,0,1
dlymetal6s2s_1,0,8
and2b_1,1,1
nand2_1,4,4
and3_1,16,16
xor2_1,9,3
and2_0,3,3
a31oi_1,12,12
ha_2,0,8
o21ai_0,8,8
inv_1,3,3
repair_timing:
action / 4_1_cts / 5_1_grt
pin swaps: 31 / 7
gates resized: 53 / 29
buffers inserted: 7 / 0
setup endpoints to repair: 30 / 24
per-stage QoR:
stage	worst slack, ps	area, µm²	hold WS [ps]
after CTS	-0.0324	3650	1990
after global placement	-212	3530	2200
after global routing	-41.9	3790	1980
final	65.0	3790	1940
after floorplan	911	1460	1290
after detailed placement	-215	3530	2200
Power figures rest on the tool's default switching activity, not on a simulated workload.
